[/design/flow/config.mk]
export PLATFORM = sky130hd
export DESIGN_NAME = round_robin_arbiter
export DESIGN_NICKNAME = round_robin_arbiter
export VERILOG_FILES = /design/flow/design.v
export SDC_FILE = /design/flow/constraint.sdc
export NUM_CORES = 4
export LEC_CHECK = 1
export CORE_AREA = 10 10 70 70
export DIE_AREA = 0 0 80 80
[/design/flow/constraint.sdc]
current_design round_robin_arbiter

set clk_period 5.2
set clk_io_pct 0.2

create_clock -name clk0 -period $clk_period [get_ports {clk_i}]

set non_clock_inputs [all_inputs -no_clocks]
set_input_delay [expr $clk_period * $clk_io_pct] -clock clk0 $non_clock_inputs
set_output_delay [expr $clk_period * $clk_io_pct] -clock clk0 [all_outputs]
[/design/flow/design.v]
module encoder #(
    parameter int NUM_WIRE = 16   
) (
    input logic [NUM_WIRE-1:0] wire_in,   
    output logic [$clog2(NUM_WIRE)-1:0] index_o,        
    output logic                        index_valid_o   
);
  logic [NUM_WIRE/2-1:0] index_or_red[$clog2(NUM_WIRE)];
  for (genvar j = 0; j < $clog2(NUM_WIRE); j++) begin : g_addr_or_red
    always_comb begin
      int k;
      index_or_red[j] = '0;   
      k = 0;
      for (int i = 0; i < NUM_WIRE; i++) begin
        if (!((i % (2 ** (j + 1))) < ((2 ** (j + 1)) / 2))) begin
          index_or_red[j][k] = wire_in[i];   
          k++;
        end
      end
    end
  end
  for (genvar i = 0; i < $clog2(NUM_WIRE); i++) begin : g_addr_o
    always_comb index_o[i] = |index_or_red[i];   
  end
  always_comb index_valid_o = |wire_in;
endmodule
module fixed_priority_arbiter #(
    parameter int NUM_REQ = 4   
) (
    input logic               allow_i,   
    input logic [NUM_REQ-1:0] req_i,     
    output logic [NUM_REQ-1:0] gnt_o   
);
  logic [NUM_REQ-1:0] req_found;   
  always_comb req_found[0] = req_i[0];   
  for (genvar i = 1; i < NUM_REQ; i++) begin : g_msb_req_found
    always_comb req_found[i] = req_found[i-1] | req_i[i];   
  end
  always_comb gnt_o[0] = req_i[0] & allow_i;   
  for (genvar i = 1; i < NUM_REQ; i++) begin : g_msb_gnt
    always_comb gnt_o[i] = req_i[i] & ~req_found[i-1] & allow_i;   
  end
endmodule
module rotating_xbar #(
    parameter int NUM_DATA   = 4,   
    parameter int DATA_WIDTH = 4    
) (
    input logic [NUM_DATA-1:0][DATA_WIDTH-1:0] input_vector_i,   
    output logic [        NUM_DATA-1:0][DATA_WIDTH-1:0] output_vector_o,   
    input  logic [$clog2(NUM_DATA)-1:0]                 start_select_i     
);
  logic [NUM_DATA-1:0][$clog2(NUM_DATA)-1:0] select_vector_i;
  for (genvar i = 0; i < NUM_DATA; i++) begin : g_select_vector_i
    always_comb begin
      select_vector_i[i] = (start_select_i + i) % NUM_DATA;   
    end
  end
  xbar #(
      .NUM_INPUT (NUM_DATA),
      .NUM_OUTPUT(NUM_DATA),
      .DATA_WIDTH(DATA_WIDTH)
  ) u_xbar (
      .input_vector_i,   
      .output_vector_o,   
      .select_vector_i   
  );
endmodule
module round_robin_arbiter #(
    parameter int NUM_REQ = 4   
) (
    input logic arst_ni,   
    input logic clk_i,     
    input logic               allow_i,   
    input logic [NUM_REQ-1:0] req_i,     
    output logic [NUM_REQ-1:0] gnt_o,        
    output logic               gnt_found_o   
);
  logic [        NUM_REQ-1:0] req_inside;   
  logic [        NUM_REQ-1:0] fp_arb_req;   
  logic [        NUM_REQ-1:0] fp_arb_gnt;   
  logic [$clog2(NUM_REQ)-1:0] index_o;   
  logic [$clog2(NUM_REQ)-1:0] rot_index;   
  logic [$clog2(NUM_REQ)-1:0] rot_index_next;   
  logic                       rot_index_latch_en;   
  logic [$clog2(NUM_REQ)-1:0] final_rot_index;   
  always_comb req_inside = arst_ni ? req_i : '0;
  always_comb final_rot_index = (NUM_REQ - rot_index) % NUM_REQ;
  always_comb rot_index_next = (1 + index_o) % NUM_REQ;
  rotating_xbar #(
      .NUM_DATA  (NUM_REQ),
      .DATA_WIDTH(1)
  ) u_rotate_req (
      .input_vector_i (req_inside),   
      .output_vector_o(fp_arb_req),   
      .start_select_i (rot_index)     
  );
  fixed_priority_arbiter #(
      .NUM_REQ(NUM_REQ)
  ) u_fixed_priority_arbiter (
      .allow_i,
      .req_i(fp_arb_req),   
      .gnt_o(fp_arb_gnt)    
  );
  rotating_xbar #(
      .NUM_DATA  (NUM_REQ),
      .DATA_WIDTH(1)
  ) u_rotate_gnt (
      .input_vector_i (fp_arb_gnt),       
      .output_vector_o(gnt_o),            
      .start_select_i (final_rot_index)   
  );
  encoder #(
      .NUM_WIRE(NUM_REQ)
  ) u_encoder (
      .wire_in(gnt_o),   
      .index_o,   
      .index_valid_o(gnt_found_o)
  );
  always_ff @(posedge clk_i or negedge arst_ni) begin
    if (~arst_ni) begin
      rot_index <= '0;   
    end else if (gnt_found_o) begin
      rot_index <= rot_index_next;   
    end
  end
endmodule
module xbar #(
    parameter int NUM_INPUT  = 4,   
    parameter int NUM_OUTPUT = 4,   
    parameter int DATA_WIDTH = 4    
) (
    input logic [NUM_INPUT-1:0][DATA_WIDTH-1:0] input_vector_i,
    output logic [NUM_OUTPUT-1:0][DATA_WIDTH-1:0] output_vector_o,
    input logic [NUM_OUTPUT-1:0][$clog2(NUM_OUTPUT)-1:0] select_vector_i
);
  for (genvar i = 0; i < NUM_OUTPUT; i++) begin : g_mux
    always_comb begin
      output_vector_o[i] = input_vector_i[select_vector_i[i]];
    end
  end
endmodule
[/design/flow/run.sh]
#!/bin/bash
# OpenROAD 26Q1-2900-gdf79404cd8, Yosys 0.63+post, stock flow scripts
make -C /OpenROAD-flow-scripts/flow DESIGN_CONFIG=/design/flow/config.mk WORK_HOME=/design/flow/orfs finish
==> results.cfg <==
; yosys + openroad results
[synth]
syn_inst = 46
synth_area_um2 = 365
synth.avg_cell_area_um2 = 7.94
synth-seq-cells = 2
top_area_cell = dfrtp_1
synth_cell_types = 25
ys_seq_share_pct = 13.7
yosysTopAreaCellShare_pct = 13.7
ys_area_um2 = 365
ys_cells = 46
topCellsByArea = dfrtp_1, a21oi_1, buf_6
yosys_warnings = 6

[die]
rows = 21
initCoreUtil_pct = 10.7
coreArea_um2 = 3420
die_y_um = 80
boundaryPins = 12
dieArea_um2 = 6400
fp.dieW_um = 80

[critical_path]
arrival_ns = 2.78
ff2ff_path_depth = 4
critical_path.most_common_cell = clkdlybuf4s50_1
startpoint_type = primary input
max_stage_delay_ns = 0.63
rrSetupSlack_ns = 3.98
crit_chain = clkdlybuf4s50_1 > nand2_1 > nor4b_1 > clkdlybuf4s50_1
rr_endpoint = rot_index[0]$_DFFE_PN0P_
rr_startpoint = rot_index[1]$_DFFE_PN0P_
cp_max_fo = 8
end_kind = output port
cpMaxStageDelayCell = clkdlybuf4s50_1
crit_type = in -> out
required_ns = 4.16

[grt]
grt-ovfl-total = 0
grt_max_degree = 14
grtUsageTotal_pct = 3.08
grt_pass1_vias = 355
antenna_found_initial = 0
grt_pass1_wl_um = 1650

[power_and_ir_drop]
swShare_pct = 40.3
p_switching_uw = 61.2
ir_drop_uv = 68.6
pwr-share-seq_pct = 31.4
p_leak_uw = 0.000182
clock_power_share_pct = 22.7
pwr_density_cell_nw_per_um2 = 303
combPwrFrac_pct = 45.9
p_int_uw = 90.6

[min_path]
hold_start = rot_index[0]$_DFFE_PN0P_
whs_endpoint = rot_index[0]$_DFFE_PN0P_
min_path_type = reg -> reg
min_path_cells = 2

[clock_network]
cts-hold-fix-buffers = 0
cts.sinks = 2
root_buffer = clkbuf_4
path_clk_slew_ns = 0.03
clk_path_buf_depth = 2
cts_tree = yes
ctsResizeCount = 0
htree_levels = 1
cts_setup_buffers = 0
cts_buffers = 3
insertion_delay_ns = 0.22

[timing]
period_used_pct = 73.5
timing.final.hold_violations = 0
slew_headroom_pct = 73.1
slew_viol_final = 0
finalSetupViolations = 0
period_needed_ns = 3.82
worstMarginPinSlew_ns = 0.403
whs_ns = 0.760
grt_setup_unrepaired = no
finalSetupTns_ns = 0
timing.fmax_ghz = 0.262
clock_skew_ns = 0.00367

[routing]
met1_length_um = 402
met3_length_um = 62
postRouteAntennaNets = 0
diodes = 0
first_pass_iters = 4
drt_iter0_markers = 86
drcViolationCount = 0
wl_per_cell_um = 9.92
vias_per_cell = 3.84
routed-wl-met2_um = 514
vias = 388
finalWirelength_um = 1000
top_layer = met4

[layout]
layout-drive-gt1-share_pct = 14.5
final_cell_mix = clkdlybuf4s50_1, a21oi_1, nor2_1
num-fill-cells = 400
area_growth_pct = 37.0
largest_register_ffs = 2
lay_top_count = clkdlybuf4s50_1
top_register = rot_index
reg_top3 = rot_index x2

[run]
warnings = 25
maxCapViolCount = 0

[place]
gp_congestion = 0.818
hpwl_um = 758
io_buffers = 11

[run_status]
status = finished, final reports clean
## Yosys cell counts
cell,count
a21oi_1,8
nor2_1,6
buf_6,3
nand2_1,3
and3b_1,2
and4_1,2
dfrtp_1,2
nor2b_1,2
o22ai_1,2
a211o_2,1
a211oi_1,1
buf_4,1
clkbuf_8,1
nand2b_1,1
nand4_1,1
nor2b_4,1
nor3_1,1
nor4b_1,1
o211a_1,1
o21ai_0,1
o31a_1,1
o31ai_2,1
o41ai_2,1
or2b_1,1
or2b_2,1
## worst max path at each step
stage                   start  endpoint  slack [ns]  depth (start not counted)
after global routing  arst_ni  gnt_o[3]        1.31                          4
after CTS             arst_ni  gnt_o[3]        1.38                          4
final                 arst_ni  gnt_o[3]        1.38                          4
## metrics by stage
step                total power (uW)  worst slack, ns  instance area [um^2]  cells  utilization, %
floorplan                        114             2.53                   365     46               -
global placement                 117             1.40                   478     98            14.0
detailed placement               117             1.40                   478     98            14.0
CTS                              155             1.38                   500    101            14.7
global route                     167             1.31                   500    101            14.7
finish                           152             1.38                   500    101            14.7
## kinds of logic (layout without fill, tap and decap cells)
family / count (synthesis) / in the layout / share of synthesized area [%]
AND-OR/OR-AND: 17 / 17 / 33.6
AND/OR/NAND/NOR: 22 / 22 / 37.7
buffers and inverters: 5 / 14 / 15.1
flip-flops: 2 / 2 / 13.7
## metal layers
metal	track usage, %	up-vias
met3	0.795	2
met1	3.91	180
met4	1.23	0
met5	0	-
li1	-	190
met2	4.82	16
## worst max-delay path: cells and delay by family
kind / cells / cell delay, ns
and+or+nand+nor: 2 / 0.58
buffers and inverters: 2 / 1.16
## power by group through the flow
stage                 Sequential, uW  Combinational, uW  Clock, uW
final                           47.7               69.6       34.5
after global routing            51.5               78.2       37.3
after CTS                       47.5               70.2       37.4
## layout make-up
class                   instances  area, um^2  area share (%)
multi-input cells              39         260            52.0
repair buffers                 11         110            22.0
well taps                      46        57.6            11.5
flip-flops and latches          2        50.0            10.0
clock buffers                   3        22.5            4.50
Power is estimated from default activity; no workload was simulated.
