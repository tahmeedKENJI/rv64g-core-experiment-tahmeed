[design/flow/run.sh]
#!/bin/bash
# OpenROAD 26Q1-2900-gdf79404cd8, Yosys 0.63+post, stock flow scripts
make -C /OpenROAD-flow-scripts/flow DESIGN_CONFIG=/design/flow/config.mk WORK_HOME=/design/flow/orfs finish
[design/flow/config.mk]
export PLATFORM = sky130hd
export DESIGN_NAME = priority_encoder
export DESIGN_NICKNAME = priority_encoder
export VERILOG_FILES = /design/flow/design.v
export SDC_FILE = /design/flow/constraint.sdc
export NUM_CORES = 4
export LEC_CHECK = 1
export CORE_AREA = 10 10 70 70
export DIE_AREA = 0 0 80 80
[design/flow/constraint.sdc]
current_design priority_encoder

set clk_period 1.5
set clk_io_pct 0.2

create_clock -name clk0 -period $clk_period

set non_clock_inputs [all_inputs -no_clocks]
set_input_delay [expr $clk_period * $clk_io_pct] -clock clk0 $non_clock_inputs
set_output_delay [expr $clk_period * $clk_io_pct] -clock clk0 [all_outputs]
[design/flow/design.v]
module encoder #(
    parameter int NUM_WIRE = 16   
) (
    input logic [NUM_WIRE-1:0] wire_in,   
    output logic [$clog2(NUM_WIRE)-1:0] index_o,        
    output logic                        index_valid_o   
);
  logic [NUM_WIRE/2-1:0] index_or_red[$clog2(NUM_WIRE)];
  for (genvar j = 0; j < $clog2(NUM_WIRE); j++) begin : g_addr_or_red
    always_comb begin
      int k;
      index_or_red[j] = '0;   
      k = 0;
      for (int i = 0; i < NUM_WIRE; i++) begin
        if (!((i % (2 ** (j + 1))) < ((2 ** (j + 1)) / 2))) begin
          index_or_red[j][k] = wire_in[i];   
          k++;
        end
      end
    end
  end
  for (genvar i = 0; i < $clog2(NUM_WIRE); i++) begin : g_addr_o
    always_comb index_o[i] = |index_or_red[i];   
  end
  always_comb index_valid_o = |wire_in;
endmodule
module fixed_priority_arbiter #(
    parameter int NUM_REQ = 4   
) (
    input logic               allow_i,   
    input logic [NUM_REQ-1:0] req_i,     
    output logic [NUM_REQ-1:0] gnt_o   
);
  logic [NUM_REQ-1:0] req_found;   
  always_comb req_found[0] = req_i[0];   
  for (genvar i = 1; i < NUM_REQ; i++) begin : g_msb_req_found
    always_comb req_found[i] = req_found[i-1] | req_i[i];   
  end
  always_comb gnt_o[0] = req_i[0] & allow_i;   
  for (genvar i = 1; i < NUM_REQ; i++) begin : g_msb_gnt
    always_comb gnt_o[i] = req_i[i] & ~req_found[i-1] & allow_i;   
  end
endmodule
module priority_encoder #(
    parameter int NUM_WIRE = 16   
) (
    input logic [NUM_WIRE-1:0] wire_in,   
    output logic [$clog2(NUM_WIRE)-1:0] index_o,        
    output logic                        index_valid_o   
);
  logic [NUM_WIRE-1:0] one_hot_out;   
  fixed_priority_arbiter #(
      .NUM_REQ(NUM_WIRE)   
  ) u_fixed_priority_arbiter (
      .allow_i('1),
      .req_i(wire_in),      
      .gnt_o(one_hot_out)   
  );
  encoder #(
      .NUM_WIRE(NUM_WIRE)   
  ) u_encoder (
      .wire_in      (one_hot_out),    
      .index_o      (index_o),        
      .index_valid_o(index_valid_o)
  );
endmodule
==> impl_metrics.xml <==
<?xml version="1.0" encoding="UTF-8"?>
<metrics>
  <group name="floorplan">
    <metric name="die_y" unit="um">80</metric>
    <metric name="rows" unit="">21</metric>
    <metric name="die_w" unit="um">80</metric>
    <metric name="placeableCoreArea" unit="mm2">0.00342</metric>
    <metric name="initial_core_util" unit="%">6.26</metric>
    <metric name="boundaryPins" unit="">21</metric>
    <metric name="die-area" unit="mm2">0.00640</metric>
  </group>
  <group name="global_routing">
    <metric name="global_route_wire_length_before_repair" unit="um">1800</metric>
    <metric name="gr-usage-all-layers" unit="%">3.23</metric>
    <metric name="globalRoute.totalOverflow" unit="">0</metric>
    <metric name="antenna_found_initial" unit="">0</metric>
    <metric name="grt_pass1_vias" unit="">426</metric>
    <metric name="maximum_number_of_pins_on_one_net_before_global_route_repair" unit="">4</metric>
  </group>
  <group name="worst_setup_path">
    <metric name="worstSetupEndpointType" unit="">output pin</metric>
    <metric name="path_delay_family" unit="">simple AND/OR/NAND/NOR gates</metric>
    <metric name="worst-setup-path-type" unit="">in -&gt; out</metric>
    <metric name="most_used_cell_along_the_critical_path" unit="">buf_2</metric>
    <metric name="critPathSlowestCell" unit="">or4b_4</metric>
    <metric name="path_max_fanout" unit="">2</metric>
    <metric name="worst-path-buf-inv" unit="">2</metric>
    <metric name="worstSetupStartpointType" unit="">input pin</metric>
    <metric name="required" unit="ns">1.20</metric>
    <metric name="worstPathCellList" unit="">buf_2, nor4_4, nand3_2, or4b_4, buf_2</metric>
    <metric name="worst-endpoint-arrival" unit="ns">1.47</metric>
    <metric name="max_stage_delay" unit="ns">0.50</metric>
  </group>
  <group name="job">
    <metric name="timing.max_cap.violations" unit="">0</metric>
    <metric name="openroad.warnings" unit="">34</metric>
  </group>
  <group name="detailed_routing">
    <metric name="detail_route.first_pass.iterations" unit="">2</metric>
    <metric name="post_drt_wl_per_cell" unit="um">9.63</metric>
    <metric name="drt-vias-per-instance" unit="">3.43</metric>
    <metric name="remaining_drc_errors" unit="">0</metric>
    <metric name="drt_iter0_markers" unit="">12</metric>
    <metric name="routed-via-count" unit="">411</metric>
    <metric name="postRouteWirelength" unit="um">1160</metric>
    <metric name="antenna_left" unit="">0</metric>
    <metric name="antenna_cells_inserted" unit="">0</metric>
  </group>
  <group name="sta">
    <metric name="fin_crit_sh" unit="%">118</metric>
    <metric name="finalWorstSetupSlack" unit="ns">-0.275</metric>
    <metric name="clock.fmax" unit="GHz">0.564</metric>
    <metric name="hold_slack" unit="ns">0.879</metric>
    <metric name="hold_viol" unit="">0</metric>
    <metric name="slew-limit-headroom" unit="%">83.0</metric>
    <metric name="rsz0062_at_grt" unit="">yes</metric>
    <metric name="finalSetupViolCount" unit="">3</metric>
    <metric name="final-max-slew-violation-count" unit="">0</metric>
    <metric name="fin_setup_tns" unit="ns">-0.618</metric>
    <metric name="post-route-min-period" unit="ns">1.77</metric>
    <metric name="tightest_slew" unit="ns">0.253</metric>
  </group>
  <group name="placed_design">
    <metric name="gp_congestion" unit="">0.826</metric>
    <metric name="placement.cell_area" unit="um2">624</metric>
    <metric name="portBuffers" unit="">21</metric>
    <metric name="dp.final_hpwl" unit="um">946</metric>
    <metric name="pre_cts_ws" unit="ns">-1.05</metric>
  </group>
  <group name="logic_synthesis">
    <metric name="synth_area" unit="um2">214</metric>
    <metric name="post_synth_main_logic_family" unit="">simple AND/OR/NAND/NOR gates</metric>
    <metric name="yosys.area.top_type_share" unit="%">19.9</metric>
    <metric name="ys_sh_simple" unit="%">60.2</metric>
    <metric name="synth.cellmix.xorXnorShare" unit="%">0</metric>
    <metric name="ys_sh_mux" unit="%">0</metric>
    <metric name="ys.warnings.count" unit="">3</metric>
    <metric name="aoi_share" unit="%">32.7</metric>
    <metric name="area_share_of_fa_ha_maj_cells_after_synthesis" unit="%">0</metric>
    <metric name="synth.lib_cells_used.distinct" unit="">17</metric>
    <metric name="postSynthAreaPerCell" unit="um2">6.90</metric>
    <metric name="postSynthCellCount" unit="">31</metric>
    <metric name="ys_cells" unit="">31</metric>
    <metric name="synth-seq-area-share" unit="%">0</metric>
    <metric name="synth-area-yosys" unit="um2">214</metric>
    <metric name="post_synth_main_area_contributors" unit="">nor4_4 20%, nor3_1 9.4%, o32ai_1 8.2%</metric>
    <metric name="top_cell_type_by_total_area_after_synthesis" unit="">nor4_4</metric>
  </group>
  <group name="pwr">
    <metric name="totalPowerFinal" unit="mW">0.130</metric>
    <metric name="vdd_ir_drop_max" unit="V">0.0000272</metric>
    <metric name="cellPowerDensity" unit="mW/mm2">196</metric>
    <metric name="p_leak" unit="nW">0.286</metric>
  </group>
  <group name="finish">
    <metric name="clock_buffers" unit="">0</metric>
    <metric name="nFillCells" unit="">377</metric>
    <metric name="commonest_cells_after_routing_fill_and_taps_aside" unit="">19 x buf_4, 15 x buf_2, 5 x buf_6</metric>
    <metric name="regArea" unit="um2">0</metric>
    <metric name="area.combinational" unit="um2">272</metric>
    <metric name="layout.cell_area.non_filler" unit="um2">666</metric>
    <metric name="lay_top_count" unit="">buf_4</metric>
    <metric name="area.growth.synth_to_final" unit="%">211</metric>
    <metric name="design.seq.count" unit="">0</metric>
    <metric name="layout-drive-gt1-share" unit="%">74.3</metric>
  </group>
  <group name="clocking">
    <metric name="cts_hold_buf" unit="">0</metric>
  </group>
  <group name="outcome">
    <metric name="violations" unit="">negative setup slack</metric>
    <metric name="outcome" unit="">finished with violations</metric>
  </group>
  <group name="worst_hold_path">
    <metric name="min-delay-path-class" unit="">in -&gt; out</metric>
  </group>
</metrics>
[power breakdown]
| group | internal [mW] | switching, mW |
|---|---|---|
| Clock | 0 | 0 |
| Sequential | 0 | 0 |
| Combinational | 0.0769 | 0.0536 |
[cell families after synthesis]
kind of cell           count (synthesis)
AND/OR/NAND/NOR                       17
AND-OR/OR-AND                         10
buffers and inverters                  4
[cell usage after synthesis]
library cell and instances:
or4b_1 1, nor4_4 2, nand2_1 1, a21oi_1 3
nor4_1 2, a21o_1 1, o32ai_1 2, nand3_2 1
a21boi_0 1, nor2b_1 1, o221ai_1 1, o21ai_1 1
a31o_1 1, inv_1 4, nor3_1 4, nor2_1 3
nand2b_1 2
[what timing repair did]
| action | in CTS | in global routing |
|---|---|---|
| resized | 89 | 9 |
| setup buffers | 4 | 1 |
| setup endpoints to repair | 5 | 5 |
| pin swaps | 9 | 5 |
[stage by stage]
stage          instances  utilization [%]
3_5_place_dp         117             18.3
6_report             120             19.5
2_1_floorplan         31                -
4_1_cts              120             18.7
5_1_grt              120             19.5
3_3_place_gp         117             18.3
[tightest hold or removal path, delay by kind of cell]
family,cells,cell delay [ns]
AND-OR/OR-AND,1,0.08
buffers and inverters,2,0.20
[area by class of cell]
| class | instances | area share [%] |
|---|---|---|
| multi-input cells | 27 | 40.8 |
| well taps | 46 | 8.65 |
| inverters | 4 | 2.26 |
| repair buffers | 43 | 48.3 |
[final timing paths]
check | cells after the start | start | endpoint
worst min-delay path | 3 | wire_in[1] | index_o[1]
worst max-delay path | 5 | wire_in[0] | index_valid_o
[metal layers]
layer	routed length (um)	vias up	global-route usage, %	share of wire, %
met5	0	-	0	0
li1	-	210	-	-
met3	59	0	0.455	5.1
met1	539	192	4.09	47
met4	0	0	0	0
met2	555	9	5.94	48
No activity file was given, so power comes from the tool's default toggle rates.
