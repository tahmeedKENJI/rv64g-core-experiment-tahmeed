`run.sh`:
```
#!/bin/bash
# OpenROAD 26Q1-2900-gdf79404cd8, Yosys 0.63+post, stock flow scripts
make -C /OpenROAD-flow-scripts/flow DESIGN_CONFIG=/design/flow/config.mk WORK_HOME=/design/flow/orfs finish
```
`config.mk`:
```
export PLATFORM = sky130hd
export DESIGN_NAME = demultiplexer
export DESIGN_NICKNAME = demultiplexer
export VERILOG_FILES = /design/flow/design.v
export SDC_FILE = /design/flow/constraint.sdc
export NUM_CORES = 4
export LEC_CHECK = 1
export CORE_AREA = 10 10 106 106
export DIE_AREA = 0 0 116 116
```
`constraint.sdc`:
```
current_design demultiplexer

set clk_period 4.2
set clk_io_pct 0.2

create_clock -name clk0 -period $clk_period

set non_clock_inputs [all_inputs -no_clocks]
set_input_delay [expr $clk_period * $clk_io_pct] -clock clk0 $non_clock_inputs
set_output_delay [expr $clk_period * $clk_io_pct] -clock clk0 [all_outputs]
```
`design.v`:
```
module demultiplexer #(
    parameter int OUT_LEN = 128
) (
    input logic data_i,
    input logic [$clog2(OUT_LEN)-1:0] select_i,
    output logic [OUT_LEN-1:0] wire_o
);
  assign wire_o = data_i << select_i;
endmodule
```
==> flow_metrics.py <==
# Generated from Yosys and OpenROAD reports
metrics = {
    "outcome": {
        "status": "finished clean",
    },
    "logic_synthesis": {
        "ys_sh_adder": 0,
        "synthDistinctLibCells": 18,
        "ys_sh_xor": 0,
        "top_area_frac": 0.343,
        "synthAoiAreaFrac": 0,
        "yosys_warnings": 0,
        "avgSynthCellArea_um2": 5.36,
        "ys_seq_frac": 0,
        "synthesis.area_um2": 1050,
        "ys_top_cells_by_area": "nor2_1, nand4bb_1, nor3_2, nor3_1, clkbuf_1",
        "ys_sh_mux": 0,
        "simple_gate_share": 0.846,
        "syn_inst": 196,
        "ys_cells": 196,
        "top_logic_kind": "simple AND/OR/NAND/NOR gates",
        "yosys_area_um2": 1050,
        "yosys.area.top_type": "nor2_1",
    },
    "sta": {
        "tns_ns": 0,
        "setup_viol": 0,
        "max_freq_ghz": 0.259,
        "setup_slack_ns": 0.333,
        "relSlewSlack": 0.681,
        "finalMaxSlewViolations": 0,
        "tightest_slew_ns": 0.476,
        "finalCritPeriodShare": 0.921,
        "grt_setup_unrepaired": "false",
        "hold_viol": 0,
        "fin_crit_ns": 3.87,
        "whs_ns": 2.85,
    },
    "setup_path": {
        "cp_max_fo": 16,
        "critPathMaxStageDelay_ns": 0.59,
        "crit_type": "in2out",
        "crit_chain": "clkdlybuf4s50_1, or4b_1, buf_4, nor4_1, clkdlybuf4s50_1",
        "cpMostUsedCell": "clkdlybuf4s50_1",
        "cp_slowest_cell": "or4b_1",
        "cp_data_required_time_ns": 3.36,
        "endpoint_kind": "primary output",
        "crit_arrival_ns": 3.03,
        "cp-start-kind": "input port",
        "cp-startpoint": "select_i[5]",
    },
    "grt": {
        "met3_usage": 0.0424,
        "busiest_layer": "met2",
        "grt_start_max_net_pins": 23,
        "track_usage": 0.0981,
        "grt_first_pass_wirelength_um": 10400,
        "met2_usage": 0.167,
        "grtUsageMet1": 0.118,
        "grt_pass1_vias": 1774,
        "antenna_found_initial": 0,
        "gr-total-overflow": 0,
    },
    "finish": {
        "ff_count": 0,
        "clockBufferCount": 0,
        "n_fill_cell": 981,
        "final_cells": 418,
        "fin_util": 0.278,
        "logic_area_um2": 888,
        "drive_gt1_frac": 0.0774,
        "syn_to_final_growth_pct": 134,
        "design_area_um2": 2460,
        "seq_area_um2": 0,
    },
    "route": {
        "routedWlPerCell_um": 17.0,
        "wl_um": 7100,
        "first_pass_iters": 4,
        "drt_iter0_markers": 115,
        "antenna_left": 0,
        "drcViolationCount": 0,
        "vias": 1724,
        "diodes": 0,
        "avgViaCountPerCell": 4.12,
    },
    "cts": {
        "cts.repair.resized": 0,
        "post_cts_buffers": 0,
        "cts_hold_buffers": 0,
    },
    "placed_design": {
        "dpl.cell_count": 418,
        "place_congestion": 0.754,
        "dp_hpwl_um": 5860,
        "dp_slack_ns": 0.325,
        "io_buffers": 136,
        "postPlaceCellArea_um2": 2460,
    },
    "die": {
        "die_h_um": 116,
        "fp.dieW_um": 116,
        "core-area_um2": 8850,
        "io_pins": 136,
        "fp_util": 0.119,
        "rows": 34,
        "chip_area_um2": 13500,
    },
    "pwr": {
        "leakage_nw": 0.650,
        "ir_drop_mv": 0.0130,
        "p_total_uw": 75.4,
        "power_density_nw_per_um2": 30.7,
    },
    "run": {
        "log.warning_count": 32,
        "maxCapViolCount": 0,
    },
    "hold_path": {
        "min-delay-start": "select_i[1]",
        "min_path_type": "in2out",
    },
}
area by class of cell:
type / count / area share
repair buffers: 146 / 0.584
well taps: 108 / 0.0549
multi-input cells: 164 / 0.361
cell usage in the layout, fill, tap and decap left out, drive strengths merged:
cell type / netlist / routed
nand4: 2 / 2
nand2b: 5 / 5
nand2: 3 / 3
nor2: 96 / 96
or4b: 7 / 7
buf: 11 / 10
or4: 1 / 1
nor3: 28 / 28
nand4bb: 9 / 9
nand4b: 7 / 7
nor4: 4 / 4
or4bb: 1 / 1
clkdlybuf4s50: 0 / 136
or2: 1 / 1
worst max-delay path: cells and delay by family:
family	cells	cell delay (ns)
AND/OR/NAND/NOR	2	0.88
buffers and inverters	3	1.31
final timing paths:
path | end | depth (start not counted)
setup / recovery | wire_o[64] | 5
hold / removal | wire_o[16] | 4
per-layer routing:
layer | routed length [um] | vias to the layer above
met5 | 0 | -
met4 | 21 | 0
met3 | 824 | 2
met2 | 3250 | 76
met1 | 3000 | 761
li1 | - | 885
synthesized netlist by cell type, drive strengths merged:
cell,n
or4bb,1
nand2b,5
or2,1
buf,11
nor3,28
or4,1
clkbuf,21
nand4b,7
nor4,4
nand4bb,9
or4b,7
nand2,3
nor2,96
nand4,2
cell families (layout without fill, tap and decap cells):
group | after synthesis | in the layout
buf+inv | 32 | 146
simple gates | 164 | 164
power breakdown:
group          internal (mW)  switching [mW]  leakage (nW)  total (mW)
Combinational         0.0288          0.0466         0.650      0.0754
Sequential                 0               0             0           0
Clock                      0               0             0           0
Total                 0.0288          0.0466         0.650      0.0754
Power is estimated from default activity; no workload was simulated.
